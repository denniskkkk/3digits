File: flow/design.v
module digits7segs(
	input sys_clk,
	input sys_rst_n,
	output [7:0] seg_full,
	output seg_1,
	output seg_2,
	output seg_3
	);
reg [35:0]count;
wire [2:0]cm;
assign seg_1 = cm[0];
assign seg_2 = cm[1];
assign seg_3 = cm[2];
always@(posedge sys_clk or negedge sys_rst_n)
begin
	if(!sys_rst_n)
		begin
			count <= 36'd0;
		end
	else if(count == 36'hfffffffff)
		begin
			count <= 36'd0;
		end
	else
		begin
			count <= count + 36'd1;
		end
end
seg_dec seg_dec_i (.dclk (sys_clk),.data(count[35:23]) , .seg(seg_full), .digitn(cm));
endmodule
module seg_dec ( dclk, 
              data, 
              seg,  
				  digitn	 
				);
input dclk;
input [11:0]data;
output [7:0]seg;
output [2:0]digitn;
reg [7:0] regseg;
reg [15:0]r_cnt;
reg [2:0] r_dg;
assign seg = regseg;
assign digitn = r_dg;
always @(posedge dclk) 
begin
if (r_cnt == 16'hc000) begin
	r_cnt <= 16'b0;
end
else 
   r_cnt <= r_cnt + 16'b1;
end
always @(*) begin
case (r_cnt[15:14]) 
    2'b00: r_dg = 3'b100;  
	 2'b01: r_dg = 3'b010;  
	 2'b10: r_dg = 3'b001;  
endcase
end
reg [3:0]segdata;
always @(*) begin
case (r_cnt[15:14]) 
    2'b00: segdata = data[3:0]; 
	 2'b01: segdata = data[7:4]; 
	 2'b10: segdata = data[11:8]; 
endcase
end
always @(*)begin
case(segdata)
    4'h0: regseg = 8'b11000000;
    4'h1: regseg = 8'b11111001;
    4'h2: regseg = 8'b10100100;
    4'h3: regseg = 8'b10110000;
    4'h4: regseg = 8'b10011001;
    4'h5: regseg = 8'b10010010;
    4'h6: regseg = 8'b10000010;
    4'h7: regseg = 8'b11111000;
    4'h8: regseg = 8'b10000000;
    4'h9: regseg = 8'b10010000;
    4'ha: regseg = 8'b10001000;
    4'hb: regseg = 8'b10000011;
    4'hc: regseg = 8'b10100111;
    4'hd: regseg = 8'b10100001;
    4'he: regseg = 8'b10000110;
    4'hf: regseg = 8'b10001110;	 
    default: regseg = 8'b01111111;
endcase
end
endmodule
File: flow/run.sh
#!/bin/bash
# OpenROAD 26Q1-2900-gdf79404cd8, Yosys 0.63+post, stock flow scripts
make -C /OpenROAD-flow-scripts/flow DESIGN_CONFIG=/design/flow/config.mk WORK_HOME=/design/flow/orfs finish
File: flow/config.mk
export PLATFORM = sky130hd
export DESIGN_NAME = digits7segs
export DESIGN_NICKNAME = digits7segs
export VERILOG_FILES = /design/flow/design.v
export SDC_FILE = /design/flow/constraint.sdc
export NUM_CORES = 4
export LEC_CHECK = 1
export CORE_UTILIZATION = 40
File: flow/constraint.sdc
current_design digits7segs

set clk_period 4.7
set clk_io_pct 0.2

create_clock -name clk0 -period $clk_period [get_ports {sys_clk}]

set non_clock_inputs [all_inputs -no_clocks]
set_input_delay [expr $clk_period * $clk_io_pct] -clock clk0 $non_clock_inputs
set_output_delay [expr $clk_period * $clk_io_pct] -clock clk0 [all_outputs]
==> flow_summary.json <==
{
  "cp_data_required_time_ns": 4.85,
  "cts_setup_buffers": 0,
  "status": "finished clean",
  "place_congestion": 0.8329,
  "cts_made_buffers": 5,
  "wl_per_cell_um": 11.84,
  "synthCells": 288,
  "antenna_cells": 0,
  "finalMaxSlewViolations": 0,
  "end_kind": "flip-flop",
  "utilization": 0.4601,
  "finalSetupViolCount": 0,
  "num_rows": 30,
  "synth.largest_area_cell": "dfrtp_1",
  "cts_tree": "built",
  "first_iter_violations": 92,
  "antenna_found_initial": 0,
  "hold_buffers": 0,
  "hold_depth": 1,
  "hold_start": "count[0]",
  "core_mm2": 0.006869,
  "yosysUniqueCellTypes": 45,
  "postSynthAreaPerCell_um2": 9.979,
  "setup_ws_ns": 2.465,
  "ant_nets": 0,
  "yosysTopAreaCellShare": 0.3135,
  "grt_pass1_vias": 1865,
  "r2r_end": "count[9]",
  "skew_ns": 0.006649,
  "overflow": 0,
  "cts.path.max_buffers": 2,
  "drive_gt1_frac": 0.07947,
  "internal_power_uw": 547.5,
  "grt_usage": 0.1464,
  "logic_area_mm2": 0.001458,
  "max-vdd-ir-drop_v": 0.0001282,
  "ctsResizeCount": 0,
  "clock_latency_ns": 0.30,
  "ys_top_cells_by_area": "dfrtp_1, dfxtp_1, xnor2_1",
  "r2r_slack_ns": 2.47,
  "maxSlewHeadroom": 0.5195,
  "finalHoldViolCount": 0,
  "tightestPinTransition_ns": 0.7183,
  "vias": 1940,
  "design_area_mm2": 0.003161,
  "io_pins": 13,
  "critPathKind": "flip-flop to flip-flop",
  "async_flop_share": 0.6102,
  "wirelength_um": 4713,
  "htree_levels": 2,
  "regArea_mm2": 0.001326,
  "grt_first_pass_wirelength_um": 8473,
  "dp_hpwl_um": 3400,
  "ys_ff": 59,
  "worstSetupStartpointType": "flip-flop",
  "min_to": "count[0]",
  "post-route-period-util": 0.4754,
  "yosysWarningCount": 3,
  "maxCapViolations": 0,
  "syn2layout_area_growth_pct": 9.969,
  "flop_cell": "dfrtp_1",
  "vias_per_cell": 4.874,
  "min_path_type": "flip-flop to flip-flop",
  "synth_top_cell_by_count": "dfrtp_1",
  "clockRootBuffer": "clkbuf_8",
  "initCoreUtil": 0.4184,
  "power.density_mw_per_mm2": 218.9,
  "die_h_um": 86.77,
  "combPwrFrac": 0.010,
  "yosysCellCount": 288,
  "p_seq_frac": 0.643,
  "die.size.x_um": 86.77,
  "switching_power_uw": 144.3,
  "dr.pass1.iters": 4,
  "power.leakage_nw": 1.309,
  "pre_cts_slack_ns": 2.440,
  "io_buffers": 11,
  "grt_max_degree": 37,
  "yosysChipArea_mm2": 0.002874,
  "r2r_start": "count[8]",
  "edf_count": 0,
  "power.share.switching": 0.2086,
  "synth.cells.most_frequent": "dfrtp_1, nor2_1, xnor2_1",
  "tns_ns": 0,
  "rsz0062_at_grt": "false",
  "final.fill_count": 671,
  "clk_pin_slew_ns": 0.09,
  "die_area_mm2": 0.007528,
  "fmax_ghz": 0.4475,
  "path_max_fanout": 18,
  "netlist_area_mm2": 0.002874,
  "worst-r2r-cell-count": 5,
  "place_area_mm2": 0.003078,
  "min_period_ns": 2.235,
  "tool_warnings": 36,
  "unclocked_regs": 7,
  "crit_arrival_ns": 2.39,
  "pwr-share-clk": 0.347,
  "drc": 0,
  "untimed_endpoints": 17
}
## area by class of cell
type / count / share of cell area
inverter: 13 / 0.01544
tap: 96 / 0.03800
multi-input combinational: 209 / 0.4612
sequential: 59 / 0.4196
timing repair buffer: 13 / 0.03959
clock buffer: 5 / 0.02177
clock inverter: 3 / 0.004355
## how the worst max path moves through the flow
stage        start        end  cells past startpoint
6_report  count[8]   count[9]                      5
5_1_grt   count[8]  count[13]                      5
4_1_cts   count[8]   count[9]                      5
## per-layer routing
layer  vias to the layer above  track usage  wire length, µm  share of wire
met4                         0      0.01364               29         0.0062
met2                        25       0.2229             2123           0.45
li1                       1011            -                -              -
met5                         -            0                0              0
met1                       902       0.2336             2414           0.51
met3                         2      0.03188              144          0.031
## placed cells by master (no fill, tap or decap), drive strengths merged
cell / n
mux4: 2
o21ai: 7
nor4: 8
buf: 2
nand4: 15
o211ai: 1
inv: 13
and4: 2
o31ai: 2
clkbuf: 5
nor4b: 2
mux2i: 2
nor2: 34
or4: 3
dfxtp: 16
nor3: 4
nand3: 21
and3: 6
clkinv: 3
o22ai: 1
xnor2: 29
nand2: 21
and2: 2
or3: 1
or3b: 1
conb: 1
nor2b: 2
ha: 15
or4b: 1
clkdlybuf4s50: 11
or2: 1
a21oi: 2
a22oi: 4
nand2b: 1
o2bb2ai: 1
dlxtn: 7
dfrtp: 36
xor2: 17
## metrics by stage
step | hold WS (ns) | instances | total power, mW
final | 0.4885 | 398 | 0.6918
after global routing | 0.5088 | 398 | 0.7253
after CTS | 0.4908 | 398 | 0.7020
after detailed placement | 0.4782 | 390 | 0.4618
after global placement | 0.4781 | 390 | 0.4619
after floorplan | 0.4449 | 288 | 0.4549
## cell families (layout without fill, tap and decap cells)
| family | count (synthesis) | in the layout | share of synthesized area |
|---|---|---|---|
| simple gates | 125 | 125 | 0.2355 |
| xor+xnor | 46 | 46 | 0.1402 |
| mux | 4 | 4 | 0.02264 |
| flops | 52 | 52 | 0.4249 |
| compound gates | 18 | 18 | 0.04223 |
| buf+inv | 20 | 34 | 0.03134 |
| fa+ha+maj | 15 | 15 | 0.06530 |
| other cells | 1 | 1 | 0.001305 |
| latches | 7 | 7 | 0.03657 |
## registers in the layout, summed over array words and instances, names as in the netlist
register	flops
seg_dec_i.r_cnt	16
count	36
seg_dec_i.r_dg	3
seg_dec_i.segdata	4
## worst max-delay path, stage by stage (launching register included)
cell and delay (ns):
dfrtp_1 0.43, nand3_2 0.13, nor4_2 0.48, nand4_2 0.27, nor3_4 0.66, nor2_1 0.12
## power groups by stage
stage	sequential [mW]	combinational (mW)	clock [mW]
after CTS	0.445	0.00762	0.249
after global routing	0.445	0.00871	0.272
final	0.445	0.00697	0.240
Power and IR drop assume default switching activity.
